--- flow/design.v ---
`timescale 1ns / 1ps
module full_adder(A,B,Cin,S,Cout);
input A,B,Cin;
output S,Cout;
assign S = A^B^Cin;
assign Cout = (A&B)|(B&Cin)|(Cin&A);
endmodule
module four_bit_adder(A,B,S,Cout,Cin);
input Cin;
input [3:0]A,B;
output [3:0]S;
output Cout;
full_adder F1(A[0],B[0],Cin,S[0],C1);
full_adder F2(A[1],B[1],C1,S[1],C2);
full_adder F3(A[2],B[2],C2,S[2],C3);
full_adder F4(A[3],B[3],C3,S[3],Cout);
endmodule
module clock_divider(input clkin, output clkout);
reg[27:0] counter=28'd0;
always @(posedge clkin)
    counter <= counter + 28'd1;
    assign clkout = counter[27];
endmodule
module multip(loadB,loadC,In,A,B,C,start,reset,clk,clkout);
input [3:0]In;
input loadB,loadC,start,reset,clk;
output reg [3:0]A,B;
output clkout;
output reg [3:0]C = 4'b0000;
clock_divider cl(clk,clkout);
wire [3:0]af_and,sout;
assign af_and[0] = C[0]&B[0];
assign af_and[1] = C[1]&B[0];
assign af_and[2] = C[2]&B[0];
assign af_and[3] = C[3]&B[0];
wire Cout;
four_bit_adder F1(A,af_and,sout,Cout,1'b0);
always@(posedge clkout)
begin
    if(start == 1)
        begin
        A[0] = sout[1];
        A[1] = sout[2];
        A[2] = sout[3];
        A[3] = Cout;
        B[3] <= sout[0];
        B[2] <= B[3];
        B[1] <= B[2];
        B[0] <= B[1];
        end
    else 
    begin
    if (loadC == 1)
        C = In;
    if(loadB == 1)
        B = In;
    if (reset == 1)
        begin
        B = 4'b0000;
        C = 4'b0000;
        A = 4'b0000;
        end
    end
end
endmodule
`timescale 1ns / 1ps
module ClockDivider(input CLK_IN,output CLK_OUT);
    reg[27:0] counter=28'd0;
    parameter DIVISOR = 28'd2;
    always @(posedge CLK_IN)
    counter <= counter + 28'd1;
    assign CLK_OUT = counter[1];
endmodule
`timescale 1ns / 1ps
module serial_adde(In,load1,load2,reset,start,clk,A,B,clkout);
input [3:0]In;
input load1,load2,reset,start,clk;
output reg [3:0]A,B;
output clkout;
reg c = 0;
reg [2:0]counter;
ClockDivider cl(clk,clkout);
wire sl,c_l;
full_adder F1(A[0],B[0],c,sl,c_l);
always@(posedge clkout)
begin 
    if(start == 1) 
    begin
         if(counter == 4'd0)
         begin
            c =0;
         end
        counter = counter+1;
        A[3] <= sl;
        A[2] <= A[3];
        A[1] <= A[2];
        A[0] <= A[1];
        B[3] <= 0;
        B[2] <= B[3];
        B[1] <= B[2];
        B[0] <= B[1];
        c = c_l;
        if(counter ==4'd4)
        begin
            counter = 4'd0;
        end
     end
     else 
     begin 
     if (load2 == 1)
        B = In;
     if(load1 == 1)
        A = In;
     if (reset == 1)
     begin
        A = 4'b0000;
        B = 4'b0000;
        c=0;
     end
     end
end
endmodule
--- flow/run.sh ---
#!/bin/bash
# OpenROAD 26Q1-2900-gdf79404cd8, Yosys 0.63+post, stock flow scripts
make -C /OpenROAD-flow-scripts/flow DESIGN_CONFIG=/design/flow/config.mk WORK_HOME=/design/flow/orfs finish
--- flow/config.mk ---
export PLATFORM = sky130hd
export DESIGN_NAME = serial_adde
export DESIGN_NICKNAME = serial_adde
export VERILOG_FILES = /design/flow/design.v
export SDC_FILE = /design/flow/constraint.sdc
export NUM_CORES = 4
export LEC_CHECK = 1
export CORE_AREA = 10 10 70 70
export DIE_AREA = 0 0 80 80
--- flow/constraint.sdc ---
current_design serial_adde

set clk_period 1.0
set clk_io_pct 0.2

create_clock -name clk0 -period $clk_period [get_ports {clk}]

set non_clock_inputs [all_inputs -no_clocks]
set_input_delay [expr $clk_period * $clk_io_pct] -clock clk0 $non_clock_inputs
set_output_delay [expr $clk_period * $clk_io_pct] -clock clk0 [all_outputs]
==> run summary <==
Results of the run.

The flow ran to the end, and the final reports show no timing, DRC or antenna violations. The setup total negative slack is 0 ps. The global-route met3 utilization is 0.0170. Per the power-grid run, VDD falls by no more than 0.000345 V. In this run the standard cell core region covers about 0.0034 mm2. The Yosys chip area is between 400 and 500 um2. The arrival time at the worst endpoint is 710 ps.

The largest net degree at the start of global routing is 14. The maximum cell stage delay along the critical path is about 310 ps. The filler cells instantiated in the layout total around 380. The final-report setup violation count is 0. CTS added clock buffers totalling 3. The share of synthesized area occupied by flip-flops and latches is 0.642. Per STA, the worst path is made up of clkdlybuf4s15_1. The final hold violation count recorded for this run is 0. The number of buffers inserted by hold repair at cts is 0. The slew at the pin closest to its max-slew limit is 423 ps.

The post-detailed-route DRC marker count is 0. The number of max-cap violations is 0. The worst-path cell with the longest stage delay is sky130_fd_sc_hd__dfxtp_2. The synthesized area divided by synthesized cell count is around 14 um2. The final design area excluding fillers is about 700 um2. The root buffer cell is sky130_fd_sc_hd__clkbuf_4. The area fraction of the largest cell type after synthesis is 0.513. The smallest clock period supported by the final layout is computed as 910 ps. The launching element type of the critical path is a register. The detail route stage leaves a number of antenna-violating nets equal to 0. The total die area is roughly 0.0064 mm2. The critical path's top delay family is flip-flops.

The effective utilization at floorplan is 0.137. The row count is 21. For the final database, setup skew stands at 2.27 ps. The post-CTS clock slew at the launch and capture registers of the worst setup and hold paths is about 30 ps.

Across the whole layout, storage elements account for between 300 and 400 um2. Yosys attributes the largest share of cell area to sky130_fd_sc_hd__edfxtp_1 51%, sky130_fd_sc_hd__dfxtp_1 13%, sky130_fd_sc_hd__a22o_1 11%, sky130_fd_sc_hd__fa_1 4.3%, sky130_fd_sc_hd__buf_4 3.2%. The met1 usage in global routing is 0.0425. The TritonCTS clock tree is done. The maximum clock rate is roughly 1100 MHz. The timer found 9 register pins that no clock reaches; their paths are not timed. The count of different cell masters after synthesis is 16.

The floorplan report gives the top-level pin count as 18. The mapped netlist covers between 400 and 500 um2. Setup repair after global routing left no endpoint under its margin.

In this run the static leakage power is approximately 0.26 nW. The max-slew violation total from the final report is 0. Yosys printed 2 warnings. After clock tree synthesis, the setup repair step added 0 buffers.

Per the post-synthesis report, the number of cells in the design is 33. The area used by multi-input combinational logic is 134 um2. The synthesis stat section lists a flop and latch total of 11. The via count of the routed design is around 310. The global-route wire length before repair is between 1.5 and 2 mm.

The diode insertion count for antenna repair is 0. The synthesized design spends more area on one cell type than any other, namely sky130_fd_sc_hd__edfxtp_1. The top cell type in the final layout, fill and taps aside, is sky130_fd_sc_hd__clkdlybuf4s50_1. Along the worst path, the maximum fanout reaches 2. The data required time at the worst endpoint is roughly 800 ps. In this run, the number of DRC markers left after iteration 0 of detailed routing was 8. Overall routing resource usage recorded by global route was 0.0294. The average wire length per cell after detail routing is about 10 um. The via count of the first global-routing pass is 326. Per the gpl log, the routability congestion estimate is approximately 0.69. The maximum level of the CTS H-tree is 1. The relative slew slack is 0.717. In the finished design, the share of the clock period the worst path needs comes to 0.910. The type recorded for the worst min-delay path is register to register. Per the OpenROAD floorplan log, the width of the die is about 80 um.

In the layout the commonest cells are 16 x sky130_fd_sc_hd__clkdlybuf4s50_1, 8 x sky130_fd_sc_hd__edfxtp_1, 6 x sky130_fd_sc_hd__a22o_1. 25 endpoints have no timing constraint. Measured along the y axis, the die boundary spans 80 um. The stage logs contain a warning count of 25. In this run the power density over the cells is 483 mW/mm2. The most utilized layer in the global route result is met1.

The placed instance area is a little under 700 um2. After detailed routing, the total wire length is about 1 mm. The fraction of final layout cells sized beyond drive strength 1 is 0.0980.

The endpoint type of the worst setup path is an output port. The number of antenna violations at the first check in global routing came to 0. The global routing met2 resource utilization is 0.0353. The synthesized netlist was found by Yosys to have 33 cells.

The count of buffers added on input and output ports is 17. From synthesis to final layout, the design area changed by 49.7%. The critical path in this run is classified as register to output port. The iteration count of the initial detailed-routing pass is 2. The number of vias per cell is around 3.2. Recorded from the global router log, the overflow total was 0. The number of buffers on the longest clock path is 2. The worst path buffer plus inverter count is 1. Clock latency on the worst-skew pair, taken at its later pin, is about 230 ps.
==> registers in the layout, summed over array words and instances (netlist names) <==
name,cells
cl.counter,2
c,1
A,4
B,4
==> routing by layer <==
| metal | vias up | part of all wire |
|---|---|---|
| li1 | 157 | - |
| met1 | 135 | 0.49 |
| met2 | 18 | 0.36 |
| met3 | 2 | 0.13 |
| met4 | 0 | 0.017 |
| met5 | - | 0 |
==> power breakdown <==
| part | internal, mW | switching, mW | leakage [nW] |
|---|---|---|---|
| clock network | 0.133 | 0.0490 | 0.0138 |
| logic | 0.0408 | 0.0277 | 0.134 |
| registers | 0.0883 | 0 | 0.112 |
| total | 0.262 | 0.0766 | 0.261 |
==> cells in the mapped netlist <==
master                     n
sky130_fd_sc_hd__edfxtp_1  8
sky130_fd_sc_hd__nor3_1    1
sky130_fd_sc_hd__xor2_1    1
sky130_fd_sc_hd__buf_4     2
sky130_fd_sc_hd__a22o_1    6
sky130_fd_sc_hd__mux2i_1   1
sky130_fd_sc_hd__and2_1    1
sky130_fd_sc_hd__fa_1      1
sky130_fd_sc_hd__or3_1     2
sky130_fd_sc_hd__o21ai_0   1
sky130_fd_sc_hd__nor2_1    1
sky130_fd_sc_hd__nand2b_1  1
sky130_fd_sc_hd__nand2_1   1
sky130_fd_sc_hd__inv_1     2
sky130_fd_sc_hd__dfxtp_1   3
sky130_fd_sc_hd__buf_6     1
==> repair_timing <==
action / CTS / global route
gates resized: 2 / 1
endpoints found under the setup margin: 1 / 1
hold endpoints to repair: 0 / 0
==> cell families (layout without fill, tap and decap cells) <==
group | after synthesis | count (layout) | synth area share
multiplexers | 1 | 1 | 0.0214
adder cells (fa/ha/maj) | 1 | 1 | 0.0428
flip-flops | 11 | 11 | 0.642
XOR/XNOR | 1 | 1 | 0.0187
AND-OR/OR-AND | 7 | 7 | 0.123
buffers and inverters | 5 | 23 | 0.0722
AND/OR/NAND/NOR | 7 | 7 | 0.0802
==> area by class of cell <==
type                            instances  share of cell area
Timing Repair Buffer                   18               0.254
Inverter                                2              0.0107
Tap cell                               46              0.0821
Multi-Input combinational cell         17               0.191
Sequential cell                        11               0.430
Clock buffer                            3              0.0321
==> through the flow <==
step / worst slack [ps] / hold WS, ps / std cells / power (mW) / utilization
after floorplan: 380 / 364 / 33 / 0.120 / -
after global placement: 19.0 / 373 / 94 / 0.157 / 0.198
after detailed placement: 14.9 / 378 / 94 / 0.158 / 0.198
after CTS: 18.0 / 385 / 97 / 0.353 / 0.205
after global routing: 45.6 / 414 / 97 / 0.366 / 0.205
final: 90.2 / 381 / 97 / 0.338 / 0.205
==> worst paths after layout <==
kind | start | to | slack [ps] | cells past startpoint
worst max-delay path | cl.counter[1]$_DFF_P_ | clkout | 90 | 1
worst min-delay path | cl.counter[0]$_DFF_P_ | cl.counter[0]$_DFF_P_ | 380 | 1
worst max register to register | cl.counter[1]$_DFF_P_ | cl.counter[1]$_DFF_P_ | 280 | 2
worst min register to register | cl.counter[0]$_DFF_P_ | cl.counter[0]$_DFF_P_ | 380 | 1
No activity file was given, so power comes from the tool's default toggle rates.
