## design/flow/run.sh

```bash
#!/bin/bash
# OpenROAD 26Q1-2900-gdf79404cd8, Yosys 0.63+post, stock flow scripts
make -C /OpenROAD-flow-scripts/flow DESIGN_CONFIG=/design/flow/config.mk WORK_HOME=/design/flow/orfs finish
```

## design/flow/config.mk

```make
export PLATFORM = sky130hd
export DESIGN_NAME = multip
export DESIGN_NICKNAME = multip
export VERILOG_FILES = /design/flow/design.v
export SDC_FILE = /design/flow/constraint.sdc
export NUM_CORES = 4
export LEC_CHECK = 1
export CORE_AREA = 10 10 106 106
export DIE_AREA = 0 0 116 116
```

## design/flow/constraint.sdc

```tcl
current_design multip

set clk_period 3.8
set clk_io_pct 0.2

create_clock -name clk0 -period $clk_period [get_ports {clk}]

set non_clock_inputs [all_inputs -no_clocks]
set_input_delay [expr $clk_period * $clk_io_pct] -clock clk0 $non_clock_inputs
set_output_delay [expr $clk_period * $clk_io_pct] -clock clk0 [all_outputs]
```

## design/flow/design.v

```verilog
`timescale 1ns / 1ps
module full_adder(A,B,Cin,S,Cout);
input A,B,Cin;
output S,Cout;
assign S = A^B^Cin;
assign Cout = (A&B)|(B&Cin)|(Cin&A);
endmodule
module four_bit_adder(A,B,S,Cout,Cin);
input Cin;
input [3:0]A,B;
output [3:0]S;
output Cout;
full_adder F1(A[0],B[0],Cin,S[0],C1);
full_adder F2(A[1],B[1],C1,S[1],C2);
full_adder F3(A[2],B[2],C2,S[2],C3);
full_adder F4(A[3],B[3],C3,S[3],Cout);
endmodule
module clock_divider(input clkin, output clkout);
reg[27:0] counter=28'd0;
always @(posedge clkin)
    counter <= counter + 28'd1;
    assign clkout = counter[27];
endmodule
module multip(loadB,loadC,In,A,B,C,start,reset,clk,clkout);
input [3:0]In;
input loadB,loadC,start,reset,clk;
output reg [3:0]A,B;
output clkout;
output reg [3:0]C = 4'b0000;
clock_divider cl(clk,clkout);
wire [3:0]af_and,sout;
assign af_and[0] = C[0]&B[0];
assign af_and[1] = C[1]&B[0];
assign af_and[2] = C[2]&B[0];
assign af_and[3] = C[3]&B[0];
wire Cout;
four_bit_adder F1(A,af_and,sout,Cout,1'b0);
always@(posedge clkout)
begin
    if(start == 1)
        begin
        A[0] = sout[1];
        A[1] = sout[2];
        A[2] = sout[3];
        A[3] = Cout;
        B[3] <= sout[0];
        B[2] <= B[3];
        B[1] <= B[2];
        B[0] <= B[1];
        end
    else 
    begin
    if (loadC == 1)
        C = In;
    if(loadB == 1)
        B = In;
    if (reset == 1)
        begin
        B = 4'b0000;
        C = 4'b0000;
        A = 4'b0000;
        end
    end
end
endmodule
```

==> flow_summary.toml <==
# generated from flow reports
[place]
place_ws_ns = 1.899
numPortBuffers = 21
hpwlAfterDp_um = 2121
dpl-instance-area_um2 = 1987
gp_congestion = 0.7538
place_inst = 267

[drt]
wl_per_cell_um = 9.830
route.antenna.diode_count = 0
vias = 1023
wl_um = 2664
first_pass_iters = 2
drtIter0Drc = 32
routed_via_density = 3.775
postRouteAntennaNets = 0
drc_errors = 0

[timing]
fin_crit_sh_pct = 56.89
fmax_ghz = 0.4626
tns_ns = 0
untimed_endpoints = 36
rsz0062_at_grt = "false"
slew-limit-headroom_pct = 67.25
hold_viol_final = 0
fin_ws_ns = 1.638
fin_skew_ns = 0.005291
unclocked_pins = 12
tightestPinTransition_ns = 0.4894
setup_viol_count_final = 0
report.final.slew_viol_count = 0
fin_crit_ns = 2.162

[setup_path]
rrSetupSlack_ns = 2.24
cp.depth = 1
setup.worst_path.start_class = "flop"
criticalPathCategory = "flop to primary output"
r2r_cells = 5
critPathBufInv = 1
worst_r2r_startpoint = "cl.counter[0]"
worstPathRequired_ns = 3.04
cp-end-kind = "primary output"
cp.arrival_ns = 1.40
cp_slowest_cell = "dfxtp_1"
path_cells = "clkdlybuf4s50_1"
worst_r2r_endpoint = "cl.counter[10]"
crit_family = "flip-flops"
crit_fanout = 14
cp_slowest_stage_delay_ns = 0.58

[die]
num_rows = 34
coreArea_um2 = 8848
floorplan.core_util_pct = 19.02
die_h_um = 116
dieWidth_um = 116
io_pins = 22
dieArea_um2 = 13460

[yosys]
yosys-stat-area_um2 = 1683
syn_area_um2 = 1683
synth_flops = 40
synthCells = 144
ys_seq_share_pct = 54.72
ys.warnings.count = 5
synth_cell_types = 22
yosys-stat-cells = 144
syn_avg_cell_area_um2 = 11.69

[clocking]
cts_max_level = 1
cts_hold_buf = 0
clk_pin_slew_worst_paths_ns = 0.09
cts_tree = "yes"
cts_setup_buffers = 0
clk_latency_ns = 0.27
cts_max_path_buffers = 2
cts_root_buf = "clkbuf_8"
cts_resized = 0
numCtsBuffers = 3

[pwr]
finalPower_mw = 0.5432
cellPowerDensity_nw_per_um2 = 263.9
leakagePower_nw = 0.6877
vdd_ir_drop_max_v = 0.0001843

[final_layout]
drive_gt1_share_pct = 6.748
area_delta_synth_final_pct = 22.30
final_cells = 271
stdcell_area_um2 = 2058

[min_path]
hold_path.class = "flop to flop"
min-delay-start = "cl.counter[0]"
min_path_cells = 1
holdPathEnd = "cl.counter[0]"

[global_route]
grt_max_degree = 17
grtUsageMet3_pct = 1.727
antenna_found_initial = 0
grt_pass1_wl_um = 4526
first_global_vias = 1002
track_usage_pct = 3.983
gr-total-overflow = 0
grt-busiest-layer = "met2"
met1_usage_pct = 5.708
use_met2_pct = 5.840

[job]
max_cap_violations = 0
tool_warnings = 25

[status]
status = "complete, no violations"
layout by cell type (no fill, tap or decap):
master           instances
and3_1                   3
nand4_1                  7
bufinv_16                1
inv_1                    3
edfxtp_1                12
nor2b_1                  6
fa_1                     3
clkbuf_8                 3
and2_1                   7
nor2_1                   5
xnor2_1                 20
or3_1                    1
mux2_2                   4
xor2_1                   6
and4_1                   7
dfxtp_1                 28
nor3_1                   1
ha_1                     2
clkdlybuf4s50_1         21
nor3_2                   2
nand3_1                 12
or2_2                    1
nand2_1                  8
area by class of cell:
class | instances | area, µm²
repair buffers | 21 | 210.2
clock inverters | 1 | 30.03
fillers | 928 | 6790
multi-input cells | 95 | 709.4
inverters | 3 | 11.26
clock buffers | 3 | 41.29
well taps | 108 | 135.1
flip-flops and latches | 40 | 920.9
power breakdown:
part / internal [mW] / switching [mW]
logic: 0.0117 / 0.00781
registers: 0.296 / 0
clock network: 0.141 / 0.0864
worst max path at each step:
stage	end	start	slack, ns
CTS	clkout	cl.counter[27]	1.58
finish	clkout	cl.counter[27]	1.64
global route	clkout	cl.counter[27]	1.51
flip-flops by register name, summed over array words and instances (netlist names):
signal      flops
B               4
A               4
cl.counter     28
C               4
kinds of logic (layout without fill, tap and decap cells):
family        count (synthesis)  after routing  synth area share (%)
xor+xnor                     26             26                 13.53
flops                        40             40                 54.72
fa+ha+maj                     5              5                 5.056
buf+inv                       9             28                 3.123
mux                           4              4                 2.676
simple gates                 60             60                 20.89
synthesized netlist by cell type, drive strengths merged:
master	instances	share of area, %
dfxtp	28	33
xnor2	20	10
edfxtp	12	21
nand3	12	3.6
nand2	8	1.8
and2	7	2.6
and4	7	3.6
nand4	7	2.6
nor2b	6	2.2
xor2	6	3.1
buf	5	2.2
nor2	5	1.1
mux2	4	2.7
and3	3	1.1
fa	3	3.6
inv	3	0.67
nor3	3	1.5
ha	2	1.5
clkbuf	1	0.22
or2	1	0.37
or3	1	0.37
per-stage QoR:
step | hold WS, ns | util (%)
2_1_floorplan | 0.3703 | -
3_3_place_gp | 0.3797 | 22.45
3_5_place_dp | 0.3881 | 22.45
4_1_cts | 0.4095 | 23.26
5_1_grt | 0.4187 | 23.26
6_report | 0.4106 | 23.26
routing by layer:
layer	part of all wire (%)	routed length (µm)
met5	0	0
met4	0	0
met3	10	278
met2	38	1019
met1	51	1366
Power and IR drop assume default switching activity.
