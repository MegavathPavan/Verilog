<file path="design/flow/run.sh">
#!/bin/bash
# OpenROAD 26Q1-2900-gdf79404cd8, Yosys 0.63+post, stock flow scripts
make -C /OpenROAD-flow-scripts/flow DESIGN_CONFIG=/design/flow/config.mk WORK_HOME=/design/flow/orfs finish
</file>
<file path="design/flow/config.mk">
export PLATFORM = sky130hd
export DESIGN_NAME = tli
export DESIGN_NICKNAME = tli
export VERILOG_FILES = /design/flow/design.v
export SDC_FILE = /design/flow/constraint.sdc
export NUM_CORES = 4
export LEC_CHECK = 1
export CORE_UTILIZATION = 50
</file>
<file path="design/flow/constraint.sdc">
current_design tli

set clk_period 3.9
set clk_io_pct 0.2

create_clock -name clk0 -period $clk_period [get_ports {clkin}]

set non_clock_inputs [all_inputs -no_clocks]
set_input_delay [expr $clk_period * $clk_io_pct] -clock clk0 $non_clock_inputs
set_output_delay [expr $clk_period * $clk_io_pct] -clock clk0 [all_outputs]
</file>
<file path="design/flow/design.v">
`timescale 1ns / 1ps
module ClockDividerc(input CLK_IN,output reg CLK_OUT);
    reg[27:0] counter=28'd0;
    parameter DIVISOR = 28'd125000000;  
    always @(posedge CLK_IN)
    begin
        counter <= counter + 28'd1;    
        if(counter >= ( DIVISOR-1 ) )  
            counter <= 28'd0;          
        CLK_OUT <= ( counter < DIVISOR >> 1 )? 1'b1 : 1'b0;  
    end
endmodule
module BCD(input [3:0]In,output reg[6:0]out);
always@(In)
begin
case(In)
4'd0: out = 7'b1111110;
4'd1: out = 7'b0110000;
4'd2: out = 7'b1101101;
4'd3: out = 7'b1111001;
4'd4: out = 7'b0110011;
4'd5: out = 7'b1011011;
4'd6: out = 7'b1011111;
4'd7: out = 7'b1110000;
4'd8: out = 7'b1111111;
4'd9: out = 7'b1111011;
endcase
end
endmodule
module tli(R,Y,G,clkin,C,En);
output reg [3:0]R,G,Y;
output [6:0]C;
reg [3:0]counter;
reg [1:0]s = 2'd0;
input clkin;
output reg [3:0]En = 4'b0111;
BCD B1(counter,C);
ClockDividerc C1(clkin,clkout);
always @(posedge clkout)
begin
case(s)
    2'd0 :
        begin
            R <= 4'b0111;
            if(counter >= 5)
            begin
            Y <= 4'b1000;
            G <= 4'b0000;
            if(counter == 7)
            begin
            s <= 1;
            end
            end
            else
            begin
            G <= 4'b1000;
            Y <= 4'b0000;
            end
        end
    2'd1 :
        begin
            R <= 4'b1011;
            if(counter >= 5)
            begin
            Y <= 4'b0100;
            G <= 4'b0000;
            if(counter == 7)
            begin
            s <= 2;
            end
            end
            else
            begin
            G <= 4'b0100;
            Y <= 4'b0000;
            end
        end
            2'd2 :
        begin
            R <= 4'b1101;
            if(counter >= 5)
            begin
            Y <= 4'b0010;
            G <= 4'b0000;
            if(counter == 7)
            begin
            s <= 3;
            end
            end
            else
            begin
            G <= 4'b0010;
            Y <= 4'b0000;
            end
        end
         2'd3 :
        begin
            R <= 4'b1110;
            if(counter >= 5)
            begin
            Y <= 4'b0001;
            G <= 4'b0000;
            if(counter == 7)
            begin
            s <= 0;
            end
            end
            else
            begin
            G <= 4'b0001;
            Y <= 4'b0000;
            end
        end
endcase
case(counter)
4'd0 : counter = 1;
4'd1 : counter = 2;
4'd2 : counter = 3;
4'd3 : counter = 4;
4'd4 : counter = 5;
4'd5 : counter = 6;
4'd6 : counter = 7;
4'd7 : counter = 0;
endcase
end
endmodule
</file>
==> results.toml <==
# yosys + openroad results
[cells_and_area]
fin_util_pct = 57.3
finalNonFillerCells = 334
layout_top_cells = "dfxtp_1, clkdlybuf4s50_1, nor3_1"
lay_top_count = "dfxtp_1"
drive_gt1_share_pct = 7.87
area_growth_pct = 10.2

[detailed_routing]
first_iter_violations = 60
drc_errors = 0
final_antenna_net_count = 0
via_per_inst = 5.44
diodes = 0
detail_route.wl_per_cell_um = 12.3
vias = 1816
dr.pass1.iters = 4
wl_um = 4110

[grt]
track_usage_pct = 18.0
grt_first_pass_wirelength_um = 7330
first_global_vias = 1646
grt_remaining_overflow = 0
grt_max_degree = 28
antenna_found_initial = 0

[synth]
synth_warnings = 4
ys_cells = 252
synth-seq-cells = 58
edf_count = 2
yosys_area_um2 = 2460
syn_inst = 252
ys_async_sr_fraction_pct = 0
synth-main-ff-cell = "dfxtp_1"
synth_area_um2 = 2460
syn_area_per_cell_um2 = 9.75
ys_types = 47

[setup_path]
crit_path_end_kind = "register"
crit_type = "register to register"
r2r_start = "C1.counter[0]$_SDFF_PP0_"
crit_path_max_fanout = 11
worst_path_largest_cell_delay_ps = 720
cp_common_cell = "or4_1"
critPathTopFamily = "simple AND/OR/NAND/NOR gates"
crit_chain = "ha_1 > nand2_1 > or4_1 > or4_1 > a211oi_1"
crit_required_ps = 4100
path_buffers = 0
start_kind = "register"
worst_ep_arrival_time_ps = 2460
crit_start = "C1.counter[0]$_SDFF_PP0_"
crit_slowest_cell = "or4_1"

[sta]
setup_violations = 0
min_period_ps = 2270
tightestPinTransition_ps = 729
fmax_mhz = 441
unclocked_regs = 29
final_max_slew_viol_count = 0
hold_slack_ps = 456
slew_headroom_pct = 51.2
fin_crit_sh_pct = 58.1
untimed_endpoints = 50
hold_viol_final = 0
worst_clock_skew_ps = 1.92
fin_tns_setup_ps = 0
rsz0062_at_grt = "no"

[cts]
root_buffer = "clkbuf_8"
cts_max_level = 2
numCtsBuffers = 5
cts_resized = 0
clk_latency_ps = 280
cts_max_path_buffers = 2
hold_buffers = 0
clk_pin_slew_ps = 60
cts_tree = "yes"
cts_setup_buffers = 0

[placed_design]
hpwl_um = 2910
gp_congestion = 0.861
io_buffer_count = 19
dp.cells = 326

[worst_hold_path]
min-delay-start = "C1.counter[0]$_SDFF_PP0_"
hold_class = "register to register"

[power]
internal_power_uw = 443
p_sw_share_pct = 21.6
ir_worst_vdd_v = 0.000238
pwr-share-seq_pct = 56.1
net-switching-power_uw = 122
combPwrFrac_pct = 2.1
p_total_uw = 565
clkPwrFrac_pct = 41.8
p_per_area_nw_per_um2 = 209
p_leak_uw = 0.000954

[status]
status = "finished, final reports clean"

[floorplanning]
rows = 25
core_um2 = 4720
ioPinCount = 24
dieHeight_um = 72.1
die_width_um = 72.1
dieArea_um2 = 5200
fp_util_pct = 52.0

[job]
maxCapViolCount = 0
tool_warnings = 32
## per-stage QoR
step                setup WS (ps)  instance area [um^2]
finish                       1630                  2710
global route                 1470                  2710
CTS                          1630                  2710
detailed placement           1670                  2630
global placement             1690                  2630
floorplan                    1880                  2470
## sequential cells by signal, summed over array words and instances, names as in the netlist
register / count
G: 4
counter: 8
R: 4
Y: 4
B1.out: 7
C1.CLK_OUT: 1
s: 2
C1.counter: 28
## cell usage after synthesis, types with 2 or more instances
master | instances | share of area (%)
dfxtp_1 | 49 | 40
nor3_1 | 16 | 3.3
nand2_1 | 13 | 2.0
nand3_1 | 13 | 2.6
a211oi_1 | 12 | 3.7
o21ai_0 | 11 | 2.2
nor2_1 | 10 | 1.5
or4_1 | 10 | 3.1
ha_1 | 9 | 4.6
inv_1 | 8 | 1.2
and3_1 | 7 | 1.8
dlxtn_1 | 7 | 4.3
o31ai_1 | 7 | 2.1
or3_1 | 7 | 1.8
buf_4 | 6 | 1.8
nand4_1 | 6 | 1.5
xor2_1 | 6 | 2.1
buf_2 | 5 | 1.0
nor4_1 | 5 | 1.3
xnor2_1 | 5 | 1.8
clkbuf_8 | 3 | 1.7
nor3b_1 | 3 | 0.92
a211oi_2 | 2 | 1.0
and2_1 | 2 | 0.51
and2_2 | 2 | 0.61
clkbuf_1 | 2 | 0.31
conb_1 | 2 | 0.31
edfxtp_1 | 2 | 2.4
nand3_2 | 2 | 0.81
or2_2 | 2 | 0.51
or4_4 | 2 | 0.92
## layout make-up
class	instances	area [um^2]
clock buffers	8	80.1
fillers	433	2020
inverters	8	30.0
multi-input cells	172	1160
flip-flops and latches	58	1150
well taps	67	83.8
repair buffers	21	205
## cell families after synthesis
| logic type | synth area share, % |
|---|---|
| AND/OR/NAND/NOR | 26.2 |
| XOR/XNOR | 3.92 |
| flip-flops | 42.4 |
| other | 0.306 |
| adder cells (fa/ha/maj) | 4.58 |
| AND-OR/OR-AND | 11.9 |
| buffers and inverters | 6.52 |
| latches | 4.28 |
## path summary, 6_finish.rpt
| path | depth (start not counted) | slack (ps) | endpoint |
|---|---|---|---|
| max | 5 | 1630 | C1.counter[22]$_SDFF_PP0_ |
| min | 1 | 460 | C1.counter[0]$_SDFF_PP0_ |
| max reg2reg | 5 | 1630 | C1.counter[22]$_SDFF_PP0_ |
| min reg2reg | 1 | 460 | C1.counter[0]$_SDFF_PP0_ |
## power by group through the flow
stage | clock [uW] | sequential [uW] | combinational [uW]
6_report | 236 | 317 | 11.7
5_1_grt | 257 | 318 | 13.9
4_1_cts | 240 | 317 | 11.8
## per-layer routing
layer	vias up	part of all wire (%)	GRT usage, %
li1	938	-	-
met1	845	47	25.6
met2	28	48	30.9
met3	5	2.8	2.96
met4	0	1.5	1.96
met5	-	0	0
Power and IR drop assume default switching activity.
